**design/flow/config.mk**
```make
export PLATFORM = sky130hd
export DESIGN_NAME = nash_top
export DESIGN_NICKNAME = nash_top
export VERILOG_FILES = /design/flow/design.v
export SDC_FILE = /design/flow/constraint.sdc
export NUM_CORES = 4
export LEC_CHECK = 1
export CORE_UTILIZATION = 50
```
**design/flow/constraint.sdc**
```tcl
current_design nash_top

set clk_period 2.5
set clk_io_pct 0.2

create_clock -name clk0 -period $clk_period [get_ports {clk}]

set non_clock_inputs [all_inputs -no_clocks]
set_input_delay [expr $clk_period * $clk_io_pct] -clock clk0 $non_clock_inputs
set_output_delay [expr $clk_period * $clk_io_pct] -clock clk0 [all_outputs]
```
**design/flow/design.v**
```verilog
module nash_core #(
    parameter STATE_WIDTH = 4,     
    parameter MEM_DEPTH = 8
) (
    input wire clk,
    input wire rst_n,
    input wire data_in,
    input wire valid_in,
    output wire data_out,
    output wire valid_out,
    input wire [MEM_DEPTH-1:0] red_perm_data,
    input wire [MEM_DEPTH-1:0] red_invert_mask,
    input wire [MEM_DEPTH-1:0] blue_perm_data,
    input wire [MEM_DEPTH-1:0] blue_invert_mask,
    input wire config_valid,
    output reg config_ready,
    output wire [STATE_WIDTH-1:0] dbg_state,
    output wire dbg_path_select
);
    reg [STATE_WIDTH-1:0] current_state;
    reg [MEM_DEPTH-1:0] shift_reg;       
    reg path_select;                      
    localparam STATE_1 = 4'd1;
    localparam STATE_2 = 4'd2;
    localparam STATE_3 = 4'd3;
    localparam STATE_4 = 4'd4;
    localparam STATE_5 = 4'd5;
    localparam STATE_6 = 4'd6;
    localparam STATE_7 = 4'd7;
    localparam STATE_8 = 4'd8;
    reg [STATE_WIDTH-1:0] red_next_state [0:7];   
    reg [STATE_WIDTH-1:0] blue_next_state [0:7];  
    reg red_invert [0:7];                         
    reg blue_invert [0:7];                        
    wire [STATE_WIDTH-1:0] next_state;
    wire invert_bit;
    wire current_bit;
    integer i;
    always @(posedge clk or negedge rst_n) begin
        if (!rst_n) begin
            for (i = 0; i < 8; i = i + 1) begin
                red_next_state[i] <= 0;
                blue_next_state[i] <= 0;
                red_invert[i] <= 0;
                blue_invert[i] <= 0;
            end
        end else if (config_valid) begin
            for (i = 0; i < 8; i = i + 1) begin
                red_next_state[i] <= i + 1;  
                if (red_perm_data[i])
                    red_next_state[i] <= red_perm_data[i] + 1;  
                red_invert[i] <= red_invert_mask[i];
            end
            for (i = 0; i < 8; i = i + 1) begin
                blue_next_state[i] <= i + 1;  
                if (blue_perm_data[i])
                    blue_next_state[i] <= blue_perm_data[i] + 1;  
                blue_invert[i] <= blue_invert_mask[i];
            end
        end
    end
    assign next_state = path_select ? 
                       red_next_state[current_state-1] : 
                       blue_next_state[current_state-1];
    assign invert_bit = path_select ? 
                       red_invert[current_state-1] : 
                       blue_invert[current_state-1];
    assign current_bit = shift_reg[current_state-1];
    always @(posedge clk or negedge rst_n) begin
        if (!rst_n) begin
            current_state <= STATE_1;
            shift_reg <= 0;
            path_select <= 0;
            config_ready <= 1;
        end else if (config_valid) begin
            current_state <= STATE_1;
            shift_reg <= 0;
            path_select <= 0;
            config_ready <= 0;
        end else if (valid_in) begin
            current_state <= next_state;
            shift_reg <= {shift_reg[MEM_DEPTH-2:0], data_in};
            path_select <= data_in;
            if (current_state == STATE_8)
                current_state <= STATE_1;
        end
    end
    assign data_out = invert_bit ? ~current_bit : current_bit;
    assign valid_out = valid_in;
    assign dbg_state = current_state;
    assign dbg_path_select = path_select;
endmodule
module nash_top #(
    parameter STATE_WIDTH = 4,
    parameter MEM_DEPTH = 8
) (
    input wire clk,
    input wire rst_n,
    input wire plaintext_in,
    input wire valid_in,
    output wire ciphertext_out,
    output wire valid_out,
    input wire [MEM_DEPTH-1:0] red_perm_data,
    input wire [MEM_DEPTH-1:0] red_invert_mask,
    input wire [MEM_DEPTH-1:0] blue_perm_data,
    input wire [MEM_DEPTH-1:0] blue_invert_mask,
    input wire config_valid,
    output wire config_ready,
    output wire [STATE_WIDTH-1:0] dbg_state,
    output wire dbg_path_select,
    output reg delayed_input
);
    wire core_out;
    wire core_valid;
    nash_core #(
        .STATE_WIDTH(STATE_WIDTH),
        .MEM_DEPTH(MEM_DEPTH)
    ) cipher_core (
        .clk(clk),
        .rst_n(rst_n),
        .data_in(plaintext_in),
        .valid_in(valid_in),
        .data_out(core_out),
        .valid_out(core_valid),
        .red_perm_data(red_perm_data),
        .red_invert_mask(red_invert_mask),
        .blue_perm_data(blue_perm_data),
        .blue_invert_mask(blue_invert_mask),
        .config_valid(config_valid),
        .config_ready(config_ready),
        .dbg_state(dbg_state),
        .dbg_path_select(dbg_path_select)
    );
    always @(posedge clk or negedge rst_n) begin
        if (!rst_n)
            delayed_input <= 0;
        else if (valid_in)
            delayed_input <= plaintext_in;
    end
    assign ciphertext_out = core_out ^ delayed_input;
    assign valid_out = core_valid;
endmodule
```
**design/flow/run.sh**
```bash
#!/bin/bash
# OpenROAD 26Q1-2900-gdf79404cd8, Yosys 0.63+post, stock flow scripts
make -C /OpenROAD-flow-scripts/flow DESIGN_CONFIG=/design/flow/config.mk WORK_HOME=/design/flow/orfs finish
```
==> flow_summary.json <==
{
  "status": "finished with violations",
  "violations": "negative setup slack",
  "dieHeight_um": 72.3,
  "fin_util": 0.696,
  "avgSynthCellArea_um2": 11.6,
  "vias_per_cell": 5.26,
  "routedWlPerCell_um": 14.2,
  "grt_pass1_wl_mm": 8.16,
  "syn_inst": 212,
  "timing.fmax_mhz": 336,
  "ios": 46,
  "grt_pass1_vias": 1778,
  "antenna_left": 0,
  "max_flop_register": "cipher_core.blue_next_state",
  "hold_buffers": 0,
  "max_cap_violations": 0,
  "p_total_uw": 2200,
  "routabilityCongestion": 0.895,
  "largest_reg_flops": 12,
  "synth_area_um2": 2470,
  "largestRegisters": "cipher_core.blue_next_state: 12 flops, cipher_core.red_next_state: 11 flops",
  "startpoint_type": "flop",
  "async_reset_ff_frac": 1.00,
  "ys_cells": 212,
  "first_pass_iters": 4,
  "grt_start_max_net_pins": 54,
  "core_um2": 4720,
  "tritoncts": "built",
  "cts_sinks": 53,
  "antenna_found_initial": 0,
  "grt_overflow": 0,
  "yosys_warnings": 6,
  "drive_gt1_frac": 0.280,
  "end_kind": "primary output",
  "finalCritPeriodShare": 1.19,
  "p_leak_uw": 0.00144,
  "fin_skew_ns": 0.0140,
  "cp.required_ns": 2.00,
  "htree_levels": 2,
  "grt_use_total": 0.209,
  "clockRootBuffer": "clkbuf_8",
  "timing.hold.worst.class": "in -> async",
  "numSynthFlops": 53,
  "area_leaders": "dfrtp_1 52%, mux2_2 11%, mux2i_1 4.5%",
  "ir_drop_mv": 0.488,
  "drv_slew": 0,
  "holdWs_ns": 0.297,
  "dp_hpwl_mm": 3.57,
  "drc": 0,
  "yosysTopAreaCell": "dfrtp_1",
  "critPathKind": "reg -> out",
  "rows": 25,
  "crit_arrival_ns": 2.47,
  "ys_seq_share": 0.538,
  "yosys-stat-area_um2": 2470,
  "p_per_area_nw_per_um2": 669,
  "hold_viol_final": 0,
  "cts.clk_slew.worst_paths_ns": 0.10,
  "drt_iter0_drc": 111,
  "antennaDiodeCount": 0,
  "min_period_ns": 2.97,
  "fp_util": 0.523,
  "warnings": 36,
  "yosysTopAreaCellShare": 0.517,
  "slew_headroom": 0.574,
  "port_buffers": 43,
  "clockBufferDepth": 2,
  "die_area_um2": 5220,
  "cts_buffers": 5,
  "routed_wl_mm": 4.90,
  "worst_slack_ns": -0.473,
  "setup_violations": 1,
  "synth.distinct_cells": 36,
  "rsz0062_at_grt": "true",
  "die_w_um": 72.3,
  "clk_latency_ns": 0.31,
  "finish.instance_area_um2": 3290,
  "crit_path_max_fanout": 3,
  "edf_count": 0,
  "syn_to_final_growth_pct": 33.1,
  "routed-via-count": 1820,
  "flop_cell": "dfrtp_1",
  "worst_pin_slew_ns": 0.639,
  "placed_cell_area_um2": 3130
}
## through the flow
stage | TNS, ns | std cells | setup WS (ns)
6_report | -0.473 | 346 | -0.473
5_1_grt | -0.612 | 346 | -0.612
4_1_cts | -0.557 | 345 | -0.557
3_5_place_dp | -0.502 | 333 | -0.502
3_3_place_gp | -0.463 | 333 | -0.463
2_1_floorplan | -0.0847 | 212 | -0.0847
## cells in the final DEF, fill, tap and decap left out, drive strengths merged, types with 2 or more instances in the layout
cell           synthesis  layout
a221o                  3       3
a22oi                 10      10
nor2                  25      25
mux2i                 11      11
xnor2                  2       2
inv                    8      10
nand2                  9       9
nor2b                  2       2
clkdlybuf4s50          0      40
o21ai                  6       6
a21oi                 21      21
and3                   2       2
mux2                  24      24
dfstp                  2       2
clkbuf                 9       5
or2                    2       2
dfrtp                 51      51
ha                     7       7
buf                    3      31
mux4                   2       2
## area by class of cell
type	instances	area, um2
clock inverter	3	47.5
clock buffer	5	68.8
inverter	8	30.0
fill	329	1440
sequential	53	1330
timing repair buffer	71	638
multi-input combinational	139	1090
tap	67	83.8
## cells in the mapped netlist (2+ instances only)
| master | count |
|---|---|
| mux2i_1 | 11 |
| nor2_1 | 25 |
| xnor2_1 | 2 |
| nand2_1 | 9 |
| clkbuf_1 | 9 |
| dfrtp_1 | 51 |
| ha_1 | 7 |
| dfstp_2 | 2 |
| a221o_1 | 3 |
| o21ai_0 | 6 |
| mux4_2 | 2 |
| mux2_2 | 24 |
| a21oi_1 | 21 |
| nor2b_1 | 2 |
| inv_1 | 8 |
| a22oi_1 | 10 |
## cell families (layout without fill, tap and decap cells)
logic type                 Yosys count  after routing  synth area share
AOI/OAI and AO/OA                   49             49             0.127
xor gates and xnor gates             2              2           0.00710
adders and majority gates            7              7            0.0355
buffers and inverters               20             87            0.0355
DFF                                 53             53             0.538
muxes                               37             37             0.172
and+or+nand+nor                     44             44            0.0846
## power by group
group          switching (uW)  internal (uW)
clock                     283            305
sequential               46.1            930
combinational             263            370
## final timing paths
check | from | endpoint | slack [ns] | cells after the start
worst max-delay path | cipher_core.current_state[0]$_DFFE_PN1P_ | ciphertext_out | -0.47 | 10
worst min-delay path | rst_n | cipher_core.red_next_state[6][2]$_DFFE_PN0P_ | 0.30 | 2
worst max register to register | cipher_core.current_state[0]$_DFFE_PN1P_ | cipher_core.current_state[0]$_DFFE_PN1P_ | 0.20 | 10
worst min register to register | cipher_core.blue_next_state[2][1]$_DFFE_PN0P_ | cipher_core.blue_next_state[2][1]$_DFFE_PN0P_ | 0.48 | 1
max in group asynchronous | rst_n | cipher_core.red_invert[6]$_DFFE_PN0P_ | 1.77 | 2
min in group clk0 | cipher_core.blue_next_state[2][1]$_DFFE_PN0P_ | cipher_core.blue_next_state[2][1]$_DFFE_PN0P_ | 0.48 | 1
## critical path, cell delays in order (launching register included)
cell,delay [ns]
dfstp_2,0.55
inv_2,0.05
ha_4,0.16
ha_4,0.25
and2b_2,0.23
nor4_4,0.21
a21oi_1,0.11
a31oi_1,0.22
xnor2_1,0.16
xnor2_1,0.13
buf_2,0.11
## timing repair
| action | CTS | global route |
|---|---|---|
| pin swaps | 6 | 8 |
| setup endpoints to repair | 1 | 1 |
| gates resized | 5 | 2 |
| setup buffers | 4 | 1 |
## layer usage
| metal | routed length [um] | share of wire | vias to the layer above | global-route usage |
|---|---|---|---|---|
| li1 | - | - | 884 | - |
| met1 | 2350 | 0.48 | 887 | 0.352 |
| met2 | 2270 | 0.46 | 41 | 0.316 |
| met3 | 221 | 0.045 | 8 | 0.0338 |
| met4 | 61 | 0.012 | 0 | 0.0218 |
| met5 | 0 | 0 | - | 0 |
Power is estimated from default activity; no workload was simulated.
